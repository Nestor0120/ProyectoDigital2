**run.sh**
```bash
#!/bin/bash
# OpenROAD 26Q1-2900-gdf79404cd8, Yosys 0.63+post, stock flow scripts
make -C /OpenROAD-flow-scripts/flow DESIGN_CONFIG=/design/flow/config.mk WORK_HOME=/design/flow/orfs finish
```
**config.mk**
```make
export PLATFORM = sky130hd
export DESIGN_NAME = ram_bus
export DESIGN_NICKNAME = ram_bus
export VERILOG_FILES = /design/flow/design.v
export SDC_FILE = /design/flow/constraint.sdc
export NUM_CORES = 4
export LEC_CHECK = 1
export CORE_AREA = 10 10 171 171
export DIE_AREA = 0 0 181 181
```
**constraint.sdc**
```tcl
current_design ram_bus

set clk_period 12.3
set clk_io_pct 0.2

create_clock -name clk0 -period $clk_period [get_ports {clk}]

set non_clock_inputs [all_inputs -no_clocks]
set_input_delay [expr $clk_period * $clk_io_pct] -clock clk0 $non_clock_inputs
set_output_delay [expr $clk_period * $clk_io_pct] -clock clk0 [all_outputs]
```
**design.v**
```verilog
module ram_bus #(
    parameter DEVICES = 2
  )(
    input clk,
    input rst,
    output reg [22:0] addr,
    output reg rw,
    output reg [31:0] data_in,
    input [31:0] data_out,
    input busy,
    output reg in_valid,
    input out_valid,
    input [23*DEVICES-1:0] bus_addr,
    input [DEVICES-1:0] bus_rw,
    input [32*DEVICES-1:0] bus_data_in,
    output reg [32*DEVICES-1:0] bus_data_out,
    output [DEVICES-1:0] bus_busy,
    input [DEVICES-1:0] bus_in_valid,
    output reg [DEVICES-1:0] bus_out_valid,
    output [DEVICES-1:0] act
  );
  localparam STATE_SIZE = 1;
  localparam CMD = 0,
         READ = 1;
  reg [STATE_SIZE-1:0] state_d, state_q;
  reg [DEVICES-1:0] active_device_d, active_device_q;
  reg [22:0] bus_addr_d [DEVICES-1:0], bus_addr_q [DEVICES-1:0];
  reg [DEVICES-1:0] bus_rw_d, bus_rw_q;
  reg [31:0] bus_data_in_d [DEVICES-1:0], bus_data_in_q [DEVICES-1:0];
  reg [DEVICES-1:0] bus_busy_d, bus_busy_q;
  reg [22:0] bus_addr_r [DEVICES-1:0];
  reg [31:0] bus_data_in_r [DEVICES-1:0], bus_data_out_r [DEVICES-1:0];
  assign bus_busy = bus_busy_q;
  assign act = active_device_q;
  integer i;
  always @* begin
    addr = 23'dx;
    rw = 1'bx;
    data_in = 32'bx;
    in_valid = 1'b0;
    state_d = state_q;
    active_device_d = active_device_q;
    bus_rw_d = bus_rw_q;
    bus_busy_d = bus_busy_q;
    for (i = DEVICES-1; i >= 0; i=i-1) begin
      bus_addr_r[i] = bus_addr[i*23+:23];
      bus_data_in_r[i] = bus_data_in[i*32+:32];
      bus_data_out[i*32+:32] = bus_data_out_r[i];
      bus_data_out_r[i] = 32'bx;
      bus_out_valid[i] = 1'b0;
      bus_addr_d[i] = bus_addr_q[i];
      bus_data_in_d[i] = bus_data_in_q[i];
      if (!bus_busy_q[i] && bus_in_valid[i]) begin
        bus_busy_d[i] = 1'b1;
        bus_addr_d[i] = bus_addr_r[i];
        bus_data_in_d[i] = bus_data_in_r[i];
        bus_rw_d[i] = bus_rw[i];
      end
    end
    for (i = DEVICES-1; i >= 0; i=i-1) begin
      if (!(|active_device_q)) begin
        if (bus_busy_q[i]) begin
          active_device_d = 1'd0;
          active_device_d[i] = 1'b1;
        end
      end
    end
    for (i = DEVICES-1; i >= 0; i=i-1) begin
      if (active_device_q[i] || active_device_d[i]) begin
        case (state_q)
          CMD: begin
            if (!busy) begin
              in_valid = 1'b1;
              addr = bus_addr_q[i];
              rw = bus_rw_q[i];
              data_in = bus_data_in_q[i];
              bus_busy_d[i] = 1'b0;
              if (!bus_rw_q[i]) begin
                state_d = READ;
              end else begin
                active_device_d = 1'd0;
              end
            end
          end
          READ: begin
            if (out_valid) begin
              bus_data_out_r[i] = data_out;
              bus_out_valid[i] = 1'b1;
              active_device_d = 1'b0;
              state_d = CMD;
            end
          end
          default: state_d = CMD;
        endcase
      end
    end
  end
  always @(posedge clk) begin
    if (rst) begin
      state_q <= CMD;
      bus_busy_q <= 1'b0;
      active_device_q <= 1'b0;
    end else begin
      state_q <= state_d;
      bus_busy_q <= bus_busy_d;
      active_device_q <= active_device_d;
    end
    for (i = 0; i < DEVICES; i=i+1) begin
      bus_addr_q[i] <= bus_addr_d[i];
      bus_data_in_q[i] <= bus_data_in_d[i];
    end
    bus_rw_q <= bus_rw_d;
  end
endmodule
```
==> ci_impl_report.md <==
## PnR job results

| Metric | Value |
|---|---|
| Clock Path Buffers | `2` |
| Cts hold-fix bufs | `0` |
| Die H | `approximately 180 um` |
| Post-DP HPWL | `~8.6 mm` |
| 1st-pass router iterations | `4` |
| Power per cell area | `around 150 nW/um^2` |
| Ys flop type | `edfxtp_1` |
| Synth mux share | `15.67%` |
| Post_cts resized | `0` |
| Initial detailed-routing violation count | `71` |
| Yosys stat chip area | `roughly 5000 um^2` |
| Fmax | `~130 MHz` |
| Area Growth Syn to Fin | `45.81%` |
| Post-synth tally of flip-flops with integrated enable | `between 100 and 150` |
| RSZ-0062 raised after global routing | `false` |
| Die ar. | `about 33000 um^2` |
| Hold Fails Final Rpt | `0` |
| Gpl congestion | `approximately 0.77` |
| GRT Total Usage | `7.324%` |
| Sink Count | `117` |
| Simple share | `~2.6%` |
| Grt ovf | `0` |
| Crit Path Category | `in2out` |
| Root Buffer | `clkbuf_16` |
| Number of buffers created by CTS | `17` |
| Yosys top cell by area | `edfxtp_1` |
| Tool Warnings | `25` |
| Clk latency late pin | `around 0.40 ns` |
| Startpoint Class | `input port` |
| Final Setup Violations | `0` |
| Layout cells sized above 1 | `a little over a fifth` |
| Period minus WS final | `7.494 ns` |
| Post-CTS setup buffers | `0` |
| Via count of the first global-routing pass | `just under 3k` |
| First-pass GRT wire length | `18.55 mm` |
| Gate Count Post-Synth | `275` |
| Yosys top cell area share | `around 68%` |
| Worst-path fanout max | `36` |
| I/O pins | `approximately 280` |
| Total number of vias | `between 2k and 3k` |
| Final WS setup | `4.806 ns` |
| Final worst-path cycle share | `between 60% and 70%` |
| Least-Margin Pin Slew | `between 0.8 and 0.9 ns` |
| Yosys aoi share | `under 10%` |
| Setup crit end kind | `output port` |
| Yosys adder share | `0%` |
| Comb area leader | `multiplexers` |
| H-tree depth | `4` |
| CTS tree | `done` |
| Synth async-reset ratio | `0%` |
| Starting Density | `19.67%` |
| Setup TNS | `0 ns` |
| Final wirelength | `12.26 mm` |
| #FFs+latches synth | `117` |
| Max Slew Vio Count | `0` |
| ANT cells | `0` |
| CORE AREA | `around 25000 um^2` |
| Wirelength per Cell | `16.35 um` |
| Detail Route Antenna Nets | `0` |
| Synthesized area | `roughly 5000 um^2` |
| Largest net degree at the start of global routing | `57` |
| Hold_sp | `bus_busy_q[1]` |
| Rows | `approximately 58` |
| Clock Skews | `approximately 0.0056 ns` |
| Worst-path clk slew | `roughly 0.050 ns` |
| Yosys cell count | `between 200 and 300` |
| Pleak | `~2.6 nW` |
| DRC viols | `0` |
| Port Buffers | `between 150 and 200` |
| Seq share, synth | `between 60% and 70%` |
| CP Launch Point | `busy` |
| Initial antenna violation count | `0` |
| Synth Warn # | `8` |
| Rel. slew slack | `41.93%` |
| VDD IR max | `69.26 uV` |
| Cell area after layout | `approximately 7300 um^2` |
| FF-to-FF Start | `bus_busy_q[1]` |
| Post-synth top cells | `edfxtp_1 (112), buf_4 (64), mux2_4 (40)` |
| Placed Area | `about 6700 um^2` |
| Syn_area_per_cell | `18.12 um^2` |
| Post-placement worst setup slack | `approximately 4.7 ns` |
| Die W | `~180 um` |
| Xor and xnor area share after synthesis | `0%` |
| Top cells, area | `edfxtp_1 (68%), mux2_4 (12%), buf_4 (9.6%)` |
| Top-count cell post-synth | `edfxtp_1` |
| Cell variety after synth | `26` |
| Vias per Instance | `3.599` |
| Data required, critical path | `9.84 ns` |
| Status | `finished, final reports clean` |
| Hold Path Class | `reg2reg` |
| Arrival @ worst endpoint | `a little over 5 ns` |
| Maxcap violations | `0` |
state kept, by name, summed over array words and instances (netlist names):
| register | cells |
|---|---|
| bus_data_in_q | 64 |
| bus_addr_q | 46 |
| active_device_q | 2 |
| bus_rw_q | 2 |
| bus_busy_q | 2 |
| state_q | 1 |
per-layer routing:
| layer | track usage (%) | vias to the layer above | share of wire (%) |
|---|---|---|---|
| met4 | 1.074 | 0 | 1.2 |
| met1 | 8.756 | 1284 | 39 |
| met5 | 0 | - | 0 |
| li1 | - | 1230 | - |
| met2 | 11.49 | 170 | 48 |
| met3 | 4.358 | 15 | 12 |
worst max-delay path, cell delays in order:
cell and delay [ns]:
clkdlybuf4s50_1 0.55, nor2_1 0.12, o21ai_4 0.33, buf_4 0.72, mux2_4 0.36, clkdlybuf4s50_1 0.45
stage by stage:
stage          hold slack (ns)  util (%)  cells  power (mW)
4_1_cts                 0.5292     28.68    750       1.126
5_1_grt                 0.5847     28.68    750       1.157
3_5_place_dp            0.5194     26.43    718      0.6416
2_1_floorplan           0.4722         -    275      0.5528
3_3_place_gp            0.5145     26.43    718      0.6396
6_report                0.5351     28.68    750       1.103
final timing paths:
kind              slack (ns)               end  cells after the start
setup / recovery        4.81          addr[13]                      6
hold / removal          0.54     bus_busy_q[1]                      2
setup reg to reg       10.72  bus_addr_q[1][1]                      2
hold reg to reg         0.54     bus_busy_q[1]                      2
report_power, final:
part | switching [mW] | internal, mW | total (mW)
logic | 0.0472 | 0.104 | 0.151
clock network | 0.165 | 0.308 | 0.474
registers | 0.00815 | 0.470 | 0.478
placed cells by master, fill, tap and decap left out, drive strengths merged:
| cell type | netlist | routed |
|---|---|---|
| nor3 | 4 | 4 |
| inv | 1 | 1 |
| nor2 | 6 | 6 |
| bufinv | 0 | 1 |
| o21bai | 1 | 1 |
| clkinv | 0 | 4 |
| a211oi | 1 | 1 |
| or4 | 1 | 1 |
| clkbuf | 0 | 27 |
| o211ai | 1 | 1 |
| nor4 | 2 | 2 |
| nand2 | 5 | 5 |
| and2b | 1 | 1 |
| o311ai | 1 | 1 |
| clkdlybuf4s50 | 0 | 180 |
| dfxtp | 5 | 5 |
| buf | 70 | 3 |
| edfxtp | 112 | 112 |
| nor2b | 3 | 3 |
| o21ai | 1 | 1 |
| or2 | 1 | 1 |
| mux2 | 56 | 56 |
| a21oi | 3 | 3 |
logic make-up after synthesis:
logic type	count (synthesis)
mux	56
buf+inv	71
compound gates	8
flops	117
simple gates	23
final cells by class:
| type | instances | area [um^2] |
|---|---|---|
| timing repair buffer | 183 | 1824 |
| clock buffer | 27 | 523.0 |
| fill | 2475 | 18060 |
| multi-input combinational | 87 | 988.4 |
| sequential | 117 | 3463 |
| tap | 330 | 412.9 |
| clock inverter | 5 | 48.80 |
| inverter | 1 | 3.754 |
Power figures rest on the tool's default switching activity, not on a simulated workload.
