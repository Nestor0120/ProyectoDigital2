File: design/flow/design.v
module counter #(parameter CTR_LEN = 16)(
    input clk,
    input rst,
    output [CTR_LEN-1:0] ctr
);
reg[CTR_LEN-1:0] ctr_d, ctr_q;
assign ctr = ctr_q;
always @(*) begin
    ctr_d = ctr_q + 1'b1;
end
always @(posedge clk) begin
    if (rst) begin
        ctr_q <= 1'b0;
    end else begin
        ctr_q <= ctr_d;
    end
end
endmodule
module servo #(
		parameter OFFSET = 660,
		parameter CTR_LEN = 21
	)(
		input clk,
		input rst,
		input [CTR_LEN-1:0] ctr,
		input [15:0] position,
		input update,
		output pwm
	);
	reg pwm_d, pwm_q;
	reg [15:0] buf_d, buf_q = 16'd32768;
	reg [15:0] position_d, position_q = 16'd32768;
	assign pwm = pwm_q;
	always @(*) begin
		position_d = position_q;
		buf_d = buf_q;
		if (update)
			buf_d = position;
		if (&ctr)
			position_d = buf_q;
		if (position_q + (OFFSET << 6) > ctr[CTR_LEN-1:CTR_LEN-20])
			pwm_d = 1'b1;
		else
			pwm_d = 1'b0;
	end
	always @(posedge clk) begin
		pwm_q <= pwm_d;
		position_q <= position_d;
		if (rst)
			buf_q <= 16'd32768;
		else
			buf_q <= buf_d;
	end
endmodule
module servo_controller (
        input clk,
        input rst,
        input [4:0] select,
        input [15:0] position,
        input in_valid,
        output [23:0] pwm
    );
    wire [20:0] ctr;
    reg [23:0] update;
    wire [15:0] u_position = {~position[15], position[14:0]};
    counter #(.CTR_LEN(21)) servo_counter (
        .clk(clk),
        .rst(rst),
        .ctr(ctr));
    always @(*) begin
        update = 24'b0;
        if (in_valid) begin
            update[select] = 1'b1;
        end
    end
    servo #(.OFFSET(629)) s1   (.clk(clk), .rst(rst), .ctr(ctr), .position(u_position), .update(update[0]),  .pwm(pwm[0]));
    servo #(.OFFSET(676)) s2   (.clk(clk), .rst(rst), .ctr(ctr), .position(u_position), .update(update[1]),  .pwm(pwm[1]));
    servo #(.OFFSET(668)) s3   (.clk(clk), .rst(rst), .ctr(ctr), .position(u_position), .update(update[2]),  .pwm(pwm[2]));
    servo #(.OFFSET(660)) s4   (.clk(clk), .rst(rst), .ctr(ctr), .position(u_position), .update(update[3]),  .pwm(pwm[3]));
    servo #(.OFFSET(660)) s5   (.clk(clk), .rst(rst), .ctr(ctr), .position(u_position), .update(update[4]),  .pwm(pwm[4]));
    servo #(.OFFSET(640)) s6   (.clk(clk), .rst(rst), .ctr(ctr), .position(u_position), .update(update[5]),  .pwm(pwm[5]));
    servo #(.OFFSET(613)) s7   (.clk(clk), .rst(rst), .ctr(ctr), .position(u_position), .update(update[6]),  .pwm(pwm[6]));
    servo #(.OFFSET(613)) s8   (.clk(clk), .rst(rst), .ctr(ctr), .position(u_position), .update(update[7]),  .pwm(pwm[7]));
    servo #(.OFFSET(644)) s9   (.clk(clk), .rst(rst), .ctr(ctr), .position(u_position), .update(update[8]),  .pwm(pwm[8]));
    servo #(.OFFSET(644)) s10  (.clk(clk), .rst(rst), .ctr(ctr), .position(u_position), .update(update[9]),  .pwm(pwm[9]));
    servo #(.OFFSET(636)) s11  (.clk(clk), .rst(rst), .ctr(ctr), .position(u_position), .update(update[10]), .pwm(pwm[10]));
    servo #(.OFFSET(644)) s12  (.clk(clk), .rst(rst), .ctr(ctr), .position(u_position), .update(update[11]), .pwm(pwm[11]));
    servo #(.OFFSET(652)) s13  (.clk(clk), .rst(rst), .ctr(ctr), .position(u_position), .update(update[12]), .pwm(pwm[12]));
    servo #(.OFFSET(652)) s14  (.clk(clk), .rst(rst), .ctr(ctr), .position(u_position), .update(update[13]), .pwm(pwm[13]));
    servo #(.OFFSET(621)) s15  (.clk(clk), .rst(rst), .ctr(ctr), .position(u_position), .update(update[14]), .pwm(pwm[14]));
    servo #(.OFFSET(660)) s16  (.clk(clk), .rst(rst), .ctr(ctr), .position(u_position), .update(update[15]), .pwm(pwm[15]));
    servo #(.OFFSET(660)) s17  (.clk(clk), .rst(rst), .ctr(ctr), .position(u_position), .update(update[16]), .pwm(pwm[16]));
    servo #(.OFFSET(715)) s18  (.clk(clk), .rst(rst), .ctr(ctr), .position(u_position), .update(update[17]), .pwm(pwm[17]));
    servo #(.OFFSET(624)) s19  (.clk(clk), .rst(rst), .ctr(ctr), .position(u_position), .update(update[18]), .pwm(pwm[18]));
    servo #(.OFFSET(605)) s20  (.clk(clk), .rst(rst), .ctr(ctr), .position(u_position), .update(update[19]), .pwm(pwm[19]));
    servo #(.OFFSET(676)) s21  (.clk(clk), .rst(rst), .ctr(ctr), .position(u_position), .update(update[20]), .pwm(pwm[20]));
    servo #(.OFFSET(711)) s22  (.clk(clk), .rst(rst), .ctr(ctr), .position(u_position), .update(update[21]), .pwm(pwm[21]));
    servo #(.OFFSET(668)) s23  (.clk(clk), .rst(rst), .ctr(ctr), .position(u_position), .update(update[22]), .pwm(pwm[22]));
    servo #(.OFFSET(676)) s24  (.clk(clk), .rst(rst), .ctr(ctr), .position(u_position), .update(update[23]), .pwm(pwm[23]));
endmodule
File: design/flow/run.sh
#!/bin/bash
# OpenROAD 26Q1-2900-gdf79404cd8, Yosys 0.63+post, stock flow scripts
make -C /OpenROAD-flow-scripts/flow DESIGN_CONFIG=/design/flow/config.mk WORK_HOME=/design/flow/orfs finish
File: design/flow/config.mk
export PLATFORM = sky130hd
export DESIGN_NAME = servo_controller
export DESIGN_NICKNAME = servo_controller
export VERILOG_FILES = /design/flow/design.v
export SDC_FILE = /design/flow/constraint.sdc
export NUM_CORES = 4
export LEC_CHECK = 1
export CORE_UTILIZATION = 50
File: design/flow/constraint.sdc
current_design servo_controller

set clk_period 20.0
set clk_io_pct 0.2

create_clock -name clk0 -period $clk_period [get_ports {clk}]

set non_clock_inputs [all_inputs -no_clocks]
set_input_delay [expr $clk_period * $clk_io_pct] -clock clk0 $non_clock_inputs
set_output_delay [expr $clk_period * $clk_io_pct] -clock clk0 [all_outputs]
==> tab_implementation.tex <==
% Synthesis and place-and-route results
\begin{tabular}{lr}
\hline
Metric & Value \\
\hline
\multicolumn{2}{l}{\textbf{Outcome}} \\
Run status & finished, final reports clean \\
\multicolumn{2}{l}{\textbf{Synth}} \\
Yosys warnings & 16 \\
Async S/R FF share, synth & 0\% \\
Yosys cell count & 3404 \\
Ys flops & 813 \\
Synthesized area per cell & 11.8 um2 \\
Area share of fa/ha/maj cells after synthesis & 13.6\% \\
Synthesized-area fraction occupied by ao, oa, aoi and oai cells & 7.53\% \\
Simple share & 12.8\% \\
Combinational family with the most area after synthesis & adder cells \\
Share of synthesized area occupied by flip-flops and latches & 50.1\% \\
Post-synth top flop & sky130\_fd\_sc\_hd\_\_dfxtp\_1 \\
EDFF count, synth & 384 \\
Synthesized-area fraction occupied by xor and xnor cells & 3.51\% \\
Post-synth design cell area & 0.0402 mm2 \\
Post-synthesis chip area from yosys & 0.0402 mm2 \\
Count of unique library cells instantiated by Yosys & 68 \\
Synth Instances & 3404 \\
Fraction of synthesized area in multiplexers & 9.70\% \\
\multicolumn{2}{l}{\textbf{Timing}} \\
Max Transition Viols Final & 0 \\
Clock Skews & 20.7 ps \\
Minimum hold slack & 425 ps \\
Worst relative slew slack & 44.2\% \\
Worst Max-Slew Pin Slew & 816 ps \\
Post-route minimum period & 6880 ps \\
Final setup TNS & 0 ps \\
Setup repair after global routing missed its margin & no \\
\# setup viols final & 0 \\
Min setup slack post-route & 13120 ps \\
Crit share post-route & 34.4\% \\
Number of endpoints with negative hold slack in the final report & 0 \\
Fmax achieved & 145 MHz \\
\multicolumn{2}{l}{\textbf{Floorplanning}} \\
Area inside the core boundary & 0.0793 mm2 \\
Number of I/O pins & 48 \\
Chip Footprint & 0.0815 mm2 \\
Height of the die & 285 um \\
Horizontal die size & 285 um \\
Core Rows & 103 \\
Starting density of the core & 50.7\% \\
\multicolumn{2}{l}{\textbf{Global routing}} \\
First-pass GRT wire length & 150000 um \\
Number of antenna violations at the first check in global routing & 1 \\
Pin count of the biggest net entering global routing & 172 \\
Overall overflow remaining after global route & 0 \\
Via count of the first global-routing pass & 25200 \\
Global-route total usage across every layer & 26.2\% \\
\multicolumn{2}{l}{\textbf{Clock network}} \\
Clock transition at path regs & 60 ps \\
Number of post-CTS setup repair buffers & 0 \\
Clock tree from TritonCTS & built \\
Worst skew pair latency & 630 ps \\
CTS max path bufs & 3 \\
TritonCTS buffer count & 86 \\
Total number of clock tree sinks & 813 \\
CTS Root Cell & sky130\_fd\_sc\_hd\_\_clkbuf\_16 \\
Cts-stage hold buffer count & 0 \\
Number of instances resized during post-cts repair & 0 \\
H-Tree Depth & 3 \\
\multicolumn{2}{l}{\textbf{Critical path}} \\
Critical Path Source Type & input port \\
Worst setup path end & s13.buf\_q[1]\$\_SDFFE\_PP0P\_ \\
Arrival time of data at the critical path endpoint & 7420 ps \\
Largest fanout on the critical path & 11 \\
Length in cells of the worst reg-to-reg path & 7 \\
Kind of end point of the critical path & register \\
Critical path required time & 20540 ps \\
Endpoint of the lowest-slack register-to-register path & s19.position\_q[11]\$\_DFFE\_PP\_ \\
Slack of the worst reg-to-reg path & 15980 ps \\
Launching point of the worst reg2reg path & servo\_counter.ctr\_q[5]\$\_SDFF\_PP0\_ \\
Launch point of the worst path & select[0] \\
Kind of critical path & input port to register \\
\multicolumn{2}{l}{\textbf{Final layout}} \\
Fraction of layout cells with a size suffix above 1 & 7.80\% \\
Most frequently placed logic cells in the final layout & sky130\_fd\_sc\_hd\_\_ha\_1 (437), sky130\_fd\_sc\_hd\_\_dfxtp\_1 (428), sky130\_fd\_sc\_hd\_\_mux2i\_1 (385) \\
Flip-flop count of the largest register, all copies and words added & 21 \\
Filler-free cell count of the finished design & 4577 \\
Most common logic cell in the routed design & sky130\_fd\_sc\_hd\_\_ha\_1 \\
Area added between synthesis and finish & 11.3\% \\
Most flop-heavy register & servo\_counter.ctr\_q \\
\multicolumn{2}{l}{\textbf{Pwr}} \\
Sequential group share of total power & 49.9\% \\
LEAKAGE & 18.5 nW \\
Comb pwr share & 3.3\% \\
Peak VDD IR & 72.2 uV \\
Share of total power in the clock network & 46.8\% \\
Switching fraction of total power & 21.5\% \\
Ratio of total power to cell area & 78.0 mW/mm2 \\
Cell-internal power & 0.00274 W \\
Net switching power of the design & 0.000749 W \\
\multicolumn{2}{l}{\textbf{Place}} \\
Number of port buffers & 47 \\
Cell Count Post-Placement & 4416 \\
Dpl ws & 12530 ps \\
GP Congestion & 0.879 \\
HPWL after detailed placement & 56900 um \\
\multicolumn{2}{l}{\textbf{Routing}} \\
Detailed Routing Iterations Pass 1 & 5 \\
Count of nets left with antenna violations after detail routing & 0 \\
Routed length per instance & 21.7 um \\
Via count & 25400 \\
Drt first-iter violations & 1145 \\
Antenna diodes & 0 \\
Avg Vias per Cell & 5.54 \\
Total wire length & 99400 um \\
\# DRC & 0 \\
\multicolumn{2}{l}{\textbf{Worst hold path}} \\
Path type of the worst min-delay path & register to register \\
Start point of the worst hold path & s23.buf\_q[11]\$\_SDFFE\_PP0P\_ \\
\multicolumn{2}{l}{\textbf{Flow run}} \\
Number of warnings in the stage logs & 32 \\
Max-capacitance violation count & 0 \\
\hline
\end{tabular}
## cell usage after synthesis, types with 3 or more instances
library cell	count	area share, %
sky130_fd_sc_hd__a21o_1	44	0.82
sky130_fd_sc_hd__a31oi_1	24	0.37
sky130_fd_sc_hd__nand4_1	51	0.79
sky130_fd_sc_hd__a21oi_1	157	2.0
sky130_fd_sc_hd__o211ai_1	19	0.36
sky130_fd_sc_hd__ha_1	437	14
sky130_fd_sc_hd__nor2_1	80	0.75
sky130_fd_sc_hd__o2bb2ai_1	16	0.35
sky130_fd_sc_hd__buf_4	27	0.50
sky130_fd_sc_hd__buf_6	6	0.17
sky130_fd_sc_hd__edfxtp_1	384	29
sky130_fd_sc_hd__buf_1	3	0.028
sky130_fd_sc_hd__nand2b_1	385	6.0
sky130_fd_sc_hd__nand4_4	8	0.42
sky130_fd_sc_hd__buf_2	20	0.25
sky130_fd_sc_hd__nor2b_1	32	0.50
sky130_fd_sc_hd__dfxtp_1	429	21
sky130_fd_sc_hd__a21boi_0	23	0.43
sky130_fd_sc_hd__or3_1	22	0.34
sky130_fd_sc_hd__xnor2_1	105	2.3
sky130_fd_sc_hd__o21bai_1	14	0.26
sky130_fd_sc_hd__and3_1	10	0.16
sky130_fd_sc_hd__xor2_1	54	1.2
sky130_fd_sc_hd__nand2_1	116	1.1
sky130_fd_sc_hd__o21a_1	4	0.075
sky130_fd_sc_hd__o31a_1	20	0.44
sky130_fd_sc_hd__inv_1	111	1.0
sky130_fd_sc_hd__o211a_1	4	0.10
sky130_fd_sc_hd__clkbuf_1	87	0.81
sky130_fd_sc_hd__and4_1	22	0.48
sky130_fd_sc_hd__a221oi_1	17	0.37
sky130_fd_sc_hd__a31o_2	12	0.26
sky130_fd_sc_hd__nor3_1	42	0.52
sky130_fd_sc_hd__nor4b_1	6	0.13
sky130_fd_sc_hd__nor4_1	30	0.47
sky130_fd_sc_hd__o21ai_0	92	1.1
sky130_fd_sc_hd__mux2i_1	385	9.6
sky130_fd_sc_hd__nand3_1	62	0.77
sky130_fd_sc_hd__a41oi_1	3	0.065
## worst min-delay path by stage
stage | cells after the start | to | slack, ps
6_report | 0 | s23.position_q[11]$_DFFE_PP_ | 420
5_1_grt | 0 | s19.position_q[6]$_DFFE_PP_ | 430
4_1_cts | 0 | s20.position_q[8]$_DFFE_PP_ | 420
## power groups by stage
stage     Combinational (W)  Clock, W  Sequential, W
4_1_cts            0.000116   0.00167        0.00174
5_1_grt            0.000123   0.00173        0.00174
6_report           0.000115   0.00163        0.00174
## per-stage QoR
step           instance area (um2)  total power, W  util, %
4_1_cts                      44700         0.00352     56.4
5_1_grt                      44700         0.00359     56.4
3_3_place_gp                 41800         0.00189     52.7
3_5_place_dp                 41800         0.00189     52.7
6_report                     44700         0.00349     56.4
2_1_floorplan                40200         0.00184        -
## worst max-delay path, stage by stage
cell                              delay (ps)
sky130_fd_sc_hd__clkdlybuf4s50_1         590
sky130_fd_sc_hd__inv_1                   170
sky130_fd_sc_hd__ha_1                    410
sky130_fd_sc_hd__nor3b_2                 390
sky130_fd_sc_hd__mux2i_4                 680
sky130_fd_sc_hd__nand4_1                 800
sky130_fd_sc_hd__mux2i_1                 360
## logic make-up (layout without fill, tap and decap cells)
| kind of cell | count (synthesis) | count (layout) |
|---|---|---|
| simple gates | 881 | 881 |
| buf+inv | 255 | 378 |
| xor+xnor | 160 | 160 |
| compound gates | 470 | 470 |
| flops | 813 | 813 |
| fa+ha+maj | 437 | 437 |
| mux | 388 | 388 |
## cell type report
type / instances / area (um2)
fill: 6259 / 34500
tap: 1050 / 1310
multi-input combinational: 2336 / 19000
sequential: 813 / 20100
inverter: 111 / 417
timing repair buffer: 106 / 931
clock buffer: 120 / 2530
clock inverter: 41 / 424
## routing by layer
layer  routed length, um  vias to the layer above  track usage (%)  share of wire [%]
li1                    -                    12500                -                  -
met1               43900                    12000             38.6                 44
met2               43100                      662             38.4                 43
met3                9960                      149             10.8                 10
met4                2450                        0             5.25                2.5
met5                   0                        -                0                  0
Power is estimated from default activity; no workload was simulated.
